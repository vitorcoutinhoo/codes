`design.v`:
```
module univ_bin_counter #(parameter N=8) (
    input logic clk, rst,
    input logic syn_clr, load, en, up,
    input logic[N-1:0] d,
    output logic max_tick, min_tick,
    output logic [N-1:0] q
);
    logic [N-1:0] r_reg, r_next;
    always_ff @(posedge clk, posedge rst) begin 
        if(rst)
            r_reg <= 0;
        else
            r_reg <= r_next;
    end
    always_comb begin
        if(syn_clr)
            r_next = 0;
        else if(load)
            r_next = d;
        else if(en & up)
            r_next = r_reg + 1;
        else if(en & ~up)
            r_next = r_reg - 1;
        else
            r_next = r_reg;
    end
    assign q = r_reg;
    assign max_tick = (r_reg== 2**N-1)? 1'b1 : 1'b0;
    assign min_tick = (r_reg== 0)? 1'b1 : 1'b0;
endmodule
```
`run.sh`:
```
#!/bin/bash
# OpenROAD 26Q1-2900-gdf79404cd8, Yosys 0.63+post, stock flow scripts
make -C /OpenROAD-flow-scripts/flow DESIGN_CONFIG=/design/flow/config.mk WORK_HOME=/design/flow/orfs finish
```
`config.mk`:
```
export PLATFORM = sky130hd
export DESIGN_NAME = univ_bin_counter
export DESIGN_NICKNAME = univ_bin_counter
export VERILOG_FILES = /design/flow/design.v
export SDC_FILE = /design/flow/constraint.sdc
export NUM_CORES = 4
export LEC_CHECK = 1
export CORE_AREA = 10 10 79 79
export DIE_AREA = 0 0 89 89
```
`constraint.sdc`:
```
current_design univ_bin_counter

set clk_period 2.7
set clk_io_pct 0.2

create_clock -name clk0 -period $clk_period [get_ports {clk}]

set non_clock_inputs [all_inputs -no_clocks]
set_input_delay [expr $clk_period * $clk_io_pct] -clock clk0 $non_clock_inputs
set_output_delay [expr $clk_period * $clk_io_pct] -clock clk0 [all_outputs]
```
==> impl_metrics.csv <==
group,metric,value,unit
power_and_ir_drop,total_power,0.460,mW
route,wl_met2,889,um
power_and_ir_drop,clockPowerShare,30.5,%
final_timing,post-route-worst-setup-slack,0.204,ns
final_timing,holdWs,0.564,ns
yosys,yosys_cells,91,
yosys,ys_types,28,
route,totalWireLength,2060,um
route,ant_nets,0,
finish,drive_above_1_share,8.55,%
yosys,ys.flops,8,
clock_network,cts_setup_buffers,0,
power_and_ir_drop,powerDensity,427,nW/um2
finish,ff_latch_area,200,um2
clock_network,cts_tree,"yes",
route,diodes,0,
finish,area.combinational,483,um2
yosys,yosys_area,741,um2
clock_network,cts_made_buffers,3,
grt,grt_pass1_vias,726,
clock_network,cts-resized-gates,0,
final_timing,finalSetupViolations,0,
floorplan,die_x,89,um
critical_path,critPathArrivalTime,2.64,ns
floorplan,die_h,89,um
power_and_ir_drop,pwr-share-seq,32.4,%
route,drc,0,
clock_network,clock_path_buffers,2,
final_timing,relSlewSlack,77.8,%
final_timing,final.setup.tns,0,ns
route,drt-pass1-iter-count,4,
power_and_ir_drop,power.switching,0.139,mW
critical_path,worst_setup_path_start_kind,"primary input",
place,io_buffers,23,
clock_network,clockRootBuffer,"clkbuf_8",
grt,globalRouteTotalUtil,5.46,%
power_and_ir_drop,power_frac_comb,37.1,%
route,via_count,730,
floorplan,design.core.area,4660,um2
route,routed-wl-met3,69,um
finish,largest_reg_flops,8,
final_timing,finalClockSkew,0.00133,ns
place,dpl_worst_slack,0.0143,ns
run,openroad.warnings,26,
grt,overflow,0,
route,drt_iter0_drc,20,
yosys,yosysWarnings,1,
floorplan,die-area,7920,um2
place,hpwl,1730,um
route,met1_length,1090,um
floorplan,rows,25,
final_timing,finalClockPeriodUsage,92.5,%
power_and_ir_drop,internal_power,0.322,mW
yosys,avgSynthCellArea,8.14,um2
critical_path,cp_max_fo,6,
finish,area_delta_synth_final,45.6,%
final_timing,min_period,2.50,ns
clock_network,ctsHoldBuffers,0,
place,place_congestion,0.908,
final_timing,finalHoldViolations,0,
outcome,status,"completed",
power_and_ir_drop,vdd_drop_max,0.000201,V
yosys,syn-instance-count,91,
final_timing,fmax,0.401,GHz
grt,grt_pass1_wl,3510,um
run,max_cap_viol_count,0,
route,highest-signal-layer,"met4",
power_and_ir_drop,swShare,30.1,%
clock_network,ctsHtreeMaxLevel,1,
critical_path,worstPathRequired,2.84,ns
final_timing,maxSlewViolCount,0,
route,viasPerCell,4.27,
floorplan,ioPinCount,24,
final_timing,tightest_slew,0.332,ns
finish,num-fill-cells,508,
grt,grt_antenna_before_repair,0,
grt,grt_max_degree,11,
clock_network,clkSinkCount,8,
critical_path,critPathKind,"primary input to flop",
yosys,ys_seq_share,27.0,%
clock_network,clock_latency,0.22,ns
power_and_ir_drop,leakagePower,0.457,nW
final_timing,rsz0062_at_grt,"no",
min_path,hold_path.class,"primary input to asynchronous set/reset pin",
route,wl_per_cell,12.1,um
floorplan,fp_util,15.9,%
critical_path,critPathCaptureType,"flop",
yosys,syn_area,741,um2
clock_network,clk_pin_slew,0.04,ns
==> path summary, 6_finish.rpt <==
path / startpoint / to / slack (ns) / depth (start not counted)
min in group clk0: r_reg[3] / r_reg[3] / 0.70 / 2
hold / removal: rst / r_reg[4] / 0.56 / 2
setup / recovery: en / r_reg[5] / 0.20 / 9
max in group asynchronous: rst / r_reg[0] / 1.90 / 2
hold reg to reg: r_reg[3] / r_reg[3] / 0.70 / 2
setup reg to reg: r_reg[0] / r_reg[6] / 0.76 / 6
==> synthesized netlist by cell type <==
master    count  area (um2)
and3_1        1        6.26
o21ai_0       5        25.0
nand2_1       7        26.3
xnor2_1       5        43.8
inv_1         7        26.3
nor3_1        3        15.0
nor3b_1       1        7.51
or3_1         1        6.26
ha_1          7        87.6
a21oi_1      10        50.1
a21oi_2       2        17.5
a221oi_1      2        17.5
a22oi_1       1        7.51
a31oi_1       1        6.26
buf_6         2        22.5
nor2b_1       1        6.26
or4_1         2        15.0
mux2i_1       2        20.0
dfrtp_1       8         200
o31a_1        1        8.76
nor2_1       13        48.8
clkbuf_1      1        3.75
nand4_1       2        12.5
or4b_1        1        10.0
clkbuf_2      1        5.00
a211oi_1      2        15.0
fa_1          1        20.0
nand3_2       1        10.0
==> kinds of logic after synthesis <==
| group | count (synthesis) | synth area share, % |
|---|---|---|
| AND/OR/NAND/NOR | 33 | 22.1 |
| AND-OR/OR-AND | 24 | 19.9 |
| buffers and inverters | 11 | 7.77 |
| adder cells (fa/ha/maj) | 8 | 14.5 |
| flip-flops | 8 | 27.0 |
| XOR/XNOR | 5 | 5.91 |
| multiplexers | 2 | 2.70 |
==> area by class of cell <==
cell class / instances / share of cell area, %
clock buffer: 3 / 3.83
inverter: 7 / 2.44
sequential: 8 / 18.6
multi-input combinational: 72 / 44.8
tap: 54 / 6.26
timing repair buffer: 27 / 24.1
==> layout by cell type, fill, tap and decap left out, types with 2 or more instances in the layout <==
cell	netlist	final
o21ai_0	5	5
dfrtp_1	8	8
buf_4	0	4
xnor2_1	5	5
inv_1	7	7
or4_1	2	2
a211oi_1	2	2
clkdlybuf4s50_1	0	23
a21oi_2	2	2
a221oi_1	2	2
ha_1	7	7
nand2_1	7	7
nor3_1	3	3
nor2_1	13	13
clkbuf_8	0	3
a21oi_1	10	10
nand4_1	2	2
mux2i_1	2	2
==> metal layers <==
metal	global-route usage (%)	up-vias
li1	-	384
met1	7.66	325
met2	8.84	19
met3	0.918	2
met4	0.723	0
met5	0	-
==> worst max-delay path, stage by stage <==
cell and delay (ns):
clkdlybuf4s50_1 0.48, nand2_1 0.17, buf_4 0.21, ha_1 0.20, a21oi_1 0.20, inv_1 0.07
o21ai_0 0.15, or4b_1 0.46, a21oi_1 0.16
==> power groups by stage <==
| stage | clock [mW] | combinational [mW] | sequential, mW |
|---|---|---|---|
| 5_1_grt | 0.151 | 0.194 | 0.152 |
| 4_1_cts | 0.143 | 0.173 | 0.149 |
| 6_report | 0.141 | 0.171 | 0.149 |
==> through the flow <==
step,instances,instance area (um2),util (%)
CTS,171,1080,23.1
detailed placement,168,1040,22.3
finish,171,1080,23.1
global placement,168,1040,22.3
floorplan,91,741,-
global route,171,1080,23.1
Power is estimated from default activity; no workload was simulated.
