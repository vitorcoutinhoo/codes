--- design/flow/config.mk ---
export PLATFORM = sky130hd
export DESIGN_NAME = counter
export DESIGN_NICKNAME = counter
export VERILOG_FILES = /design/flow/design.v
export SDC_FILE = /design/flow/constraint.sdc
export NUM_CORES = 4
export LEC_CHECK = 1
export CORE_AREA = 10 10 70 70
export DIE_AREA = 0 0 80 80
--- design/flow/constraint.sdc ---
current_design counter

set clk_period 1.7
set clk_io_pct 0.2

create_clock -name clk0 -period $clk_period [get_ports {clk}]

set non_clock_inputs [all_inputs -no_clocks]
set_input_delay [expr $clk_period * $clk_io_pct] -clock clk0 $non_clock_inputs
set_output_delay [expr $clk_period * $clk_io_pct] -clock clk0 [all_outputs]
--- design/flow/design.v ---
module counter #(parameter N=4)(
    input logic clk, rst, en, updown,
    output logic [N-1:0] q
);
    logic [N-1:0]q_next, q_reg;
    always_ff @(posedge clk, posedge rst ) begin
        if(rst == 1)
            q_reg <= 0;
        else if(en == 1)
            q_reg <= q_next;
    end
    always_comb begin
        if(updown == 1)
            q_next = q_reg - 1;
        else
            q_next = q_reg + 1;
    end
    assign q = q_reg;
endmodule
--- design/flow/run.sh ---
#!/bin/bash
# OpenROAD 26Q1-2900-gdf79404cd8, Yosys 0.63+post, stock flow scripts
make -C /OpenROAD-flow-scripts/flow DESIGN_CONFIG=/design/flow/config.mk WORK_HOME=/design/flow/orfs finish
==> notes.md <==
Physical design

The flow ran to the end, and the final reports show no timing, DRC or antenna violations. STA classifies the critical path startpoint as an input port. The synthesized netlist contains 18 unique library cells. The first-pass GRT wire length stands at approximately 1200 um. The highest supply drop recorded on VDD is slightly above 400 uV.

The sequential cell area fraction in the yosys report stands at 0.3279. The multiplexer area fraction after synthesis stands at 0.1025. The placed wire-length estimate after detailed placement stands at 585.6 um. According to the CTS report, the clock sink count is 4. The count of pins on the block boundary stands at 8. The area of all placed cells without fillers stands at 469.2 um2.

The static power due to leakage stands at approximately 0.20 nW. Summed over all layers, the global routing overflow is 0. The synthesis report names the predominant flop master as sky130_fd_sc_hd__dfrtp_1. The chip occupies approximately 6400 um2.

The min-delay analysis places its worst path in the category in -> async. The count of final setup violators stands at 0. For this run, the top clock speed supported by timing is 0.6778 GHz. The filler cell count stands at about 390. The repair_antennas step left the layout with diodes totalling 0. The count of buffers inserted at the top-level ports stands at 7. The synth_stat.txt file lists the number of cells as 29. The routability congestion estimate from global placement stands at around 0.80.

The number of cells produced by synthesis stands at 29. The stage-log warning count stands at 25. From bottom edge to top edge, the die measures roughly 80 um. In this run the number of H-tree levels came out at 1.

The cell area after synthesis stands at slightly above 300 um2. According to the floorplan log, the row count is 21. The share of synthesized area in the top cell type comes to 0.3279. The worst setup path is of the in -> reg kind. The compound-cell area share of the yosys netlist stands at 0.1311. The worst hold margin stands at about 0.3 ns.

The max-cap check violation count stands at 0. The critical path required time stands at between 1.5 and 2 ns. Of the available clock period, the critical path in the final layout requires 0.8678. The via count of the first global-routing pass stands at around 270.

The post-synth tally of flip-flops with integrated enable stands at 0. Setup repair after global routing left no endpoint under its margin. The cell area after placement stands at around 450 um2. Entering global routing, the biggest net connects 8 pins. In this run, the synthesized area fraction spent on and/or/nand/nor cells is recorded as 0.1598.

The post-layout minimum cycle time stands at around 1.5 ns. In this run the horizontal extent of the chip is about 80 um. The clock skew after layout stands at 0.006314 ns.

The cell-mix breakdown from Yosys lists the XOR/XNOR area share as 0.05738. The average cell area after synthesis stands at between 10 and 15 um2. The routed wire length per instance stands at 8.207 um. The clock latency of the later-clocked register in the worst-skew pair stands at roughly 0.23 ns. The clock input transition at the sequential cells of the worst setup and hold paths stands at roughly 0.040 ns. In the global route stage, overall resource usage came out at 0.02417. Yosys reports that the most numerous cell types are 4 x sky130_fd_sc_hd__dfrtp_1, 4 x sky130_fd_sc_hd__inv_1, 3 x sky130_fd_sc_hd__nand3b_1.

The worst-case headroom to the max-slew limit stands at 0.7974. The initial antenna violation count stands at 0. The largest fanout on the critical path stands at 5. The core region is around 3400 um2. The mean number of vias per cell stands at approximately 3. sky130_fd_sc_hd__dfrtp_1 takes more of the synthesized area than any other cell.

The transition time of the tightest slew-check pin stands at 0.2992 ns. The synthesis report lists the Yosys warning total as 1. Per the CTS log, the buffer count on the longest clock path is 2. The CTS report gives the tree buffer count as 3. The synthesis report gives the async set-or-reset register share as 1.000. TritonCTS built the clock tree. The tree is rooted in a sky130_fd_sc_hd__clkbuf_4. STA classifies the critical path endpoint as a flop. The final timing report lists a max-slew violation count of 0. The area growth from synthesis to layout stands at 53.69%. After synthesis, the largest family of logic cells by area is simple AND/OR/NAND/NOR gates. The number of DRC violations after detailed routing stands at 0. For reference, the top cells by area after synthesis are sky130_fd_sc_hd__dfrtp_1 33%, sky130_fd_sc_hd__ha_1 8.2%, sky130_fd_sc_hd__nand3b_1 7.4%, sky130_fd_sc_hd__fa_1 6.6%, sky130_fd_sc_hd__mux2i_1 6.6%.

The proportion of layout cells with a drive suffix above 1 stands at 0.1951. In the floorplan report the effective utilization is 0.08938. In this run, the synthesized area fraction spent on adder and majority cells is recorded as 0.1475.

Once iteration 0 of detailed routing completed, the report listed 5 DRC markers. The number of nets with antenna violations after routing stands at 0. The flip-flop count of the largest register, all copies and words added stands at 4. Per the detailed-route log, wirelength across all metal layers totals between 700 and 800 um. Dividing total power by cell area gives a power density of 1418 nW/um2. Data arrives at the worst endpoint at about 1.6 ns. The detailed-router iteration count before antenna repair stands at 4. For this block, the via count after detailed routing is 258. The chip area line of the yosys report stands at just over 300 um2. The number of register bits inferred by synthesis stands at 4.

The final timing report lists a hold violation count of 0.
## worst max-delay path, stage by stage
cell and delay (ns):
sky130_fd_sc_hd__dlygate4sd2_1 0.29, sky130_fd_sc_hd__buf_4 0.15, sky130_fd_sc_hd__ha_1 0.36, sky130_fd_sc_hd__o311ai_1 0.35, sky130_fd_sc_hd__o211ai_2 0.10
## layout by cell type, fill, tap and decap left out
cell type / count
sky130_fd_sc_hd__o311ai_1: 1
sky130_fd_sc_hd__nand4bb_1: 1
sky130_fd_sc_hd__mux2_2: 1
sky130_fd_sc_hd__a21oi_1: 2
sky130_fd_sc_hd__nand3b_1: 3
sky130_fd_sc_hd__fa_1: 1
sky130_fd_sc_hd__xnor2_1: 1
sky130_fd_sc_hd__buf_4: 3
sky130_fd_sc_hd__clkbuf_4: 3
sky130_fd_sc_hd__nand2b_1: 1
sky130_fd_sc_hd__nand2_1: 1
sky130_fd_sc_hd__ha_1: 2
sky130_fd_sc_hd__xor2_1: 1
sky130_fd_sc_hd__o211ai_2: 1
sky130_fd_sc_hd__clkdlybuf4s50_1: 6
sky130_fd_sc_hd__inv_1: 4
sky130_fd_sc_hd__dfrtp_1: 4
sky130_fd_sc_hd__nand3_1: 1
sky130_fd_sc_hd__dlygate4sd2_1: 1
sky130_fd_sc_hd__a211o_1: 1
sky130_fd_sc_hd__mux2i_1: 2
## what timing repair did
action	in CTS	in global routing
hold buffers	0	0
endpoints found under the setup margin	1	0
setup buffers	0	0
resized	1	0
## power by group
part	switching [mW]	total (mW)	leakage, nW	internal (mW)
logic	0.141	0.360	0.134	0.219
registers	0.0449	0.191	0.0472	0.147
clock network	0.0356	0.114	0.0138	0.0787
## final timing paths
path | to | slack (ns) | depth (start not counted) | from
max | q_reg[3]$_DFFE_PP0P_ | 0.22 | 5 | updown
min | q_reg[2]$_DFFE_PP0P_ | 0.29 | 2 | rst
max reg2reg | q_reg[2]$_DFFE_PP0P_ | 0.29 | 4 | q_reg[0]$_DFFE_PP0P_
max in group asynchronous | q_reg[1]$_DFFE_PP0P_ | 1.24 | 2 | rst
min reg2reg | q_reg[0]$_DFFE_PP0P_ | 0.55 | 1 | q_reg[0]$_DFFE_PP0P_
min in group clk0 | q_reg[0]$_DFFE_PP0P_ | 0.55 | 1 | q_reg[0]$_DFFE_PP0P_
## per-layer routing
| metal | part of all wire | GRT usage |
|---|---|---|
| met5 | 0 | 0 |
| met3 | 0.077 | 0.01136 |
| met4 | 0.011 | 0.008803 |
| met1 | 0.53 | 0.03358 |
| met2 | 0.38 | 0.03130 |
## per-stage QoR
stage | power [mW] | cells | setup TNS, ns | setup WS [ns] | util
3_3_place_gp | 0.5561 | 84 | -0.5360 | -0.2733 | 0.1311
5_1_grt | 0.7398 | 87 | 0 | 0.1328 | 0.1374
3_5_place_dp | 0.5518 | 84 | -0.5328 | -0.2691 | 0.1311
2_1_floorplan | 0.3960 | 29 | 0 | 0.3798 | -
6_report | 0.6654 | 87 | 0 | 0.2247 | 0.1374
4_1_cts | 0.6809 | 87 | 0 | 0.2040 | 0.1374
## cell type report
cell class / count / area, um2 / share of cell area
multi-input cells: 20 / 182.7 / 0.3893
clock buffers: 3 / 22.52 / 0.04800
inverters: 4 / 15.01 / 0.03200
well taps: 46 / 57.56 / 0.1227
flip-flops and latches: 4 / 100.1 / 0.2133
repair buffers: 10 / 91.34 / 0.1947
## kinds of logic (layout without fill, tap and decap cells)
| logic type | count (synthesis) | in the layout |
|---|---|---|
| simple gates | 7 | 7 |
| flops | 4 | 4 |
| compound gates | 5 | 5 |
| buf+inv | 5 | 17 |
| xor+xnor | 2 | 2 |
| fa+ha+maj | 3 | 3 |
| mux | 3 | 3 |
No activity file was given, so power comes from the tool's default toggle rates.
